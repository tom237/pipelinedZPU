File: design/flow/config.mk
export PLATFORM = sky130hd
export DESIGN_NAME = wb_mux
export DESIGN_NICKNAME = wb_mux
export VERILOG_FILES = /design/flow/design.v
export SDC_FILE = /design/flow/constraint.sdc
export NUM_CORES = 4
export LEC_CHECK = 1
export CORE_AREA = 10 10 168 168
export DIE_AREA = 0 0 178 178
File: design/flow/constraint.sdc
current_design wb_mux

set clk_period 4.9
set clk_io_pct 0.2

create_clock -name clk0 -period $clk_period [get_ports {clk}]

set non_clock_inputs [all_inputs -no_clocks]
set_input_delay [expr $clk_period * $clk_io_pct] -clock clk0 $non_clock_inputs
set_output_delay [expr $clk_period * $clk_io_pct] -clock clk0 [all_outputs]
File: design/flow/design.v
`timescale 1ns / 1ps
module wb_mux(
    input wire[31:0] ram_in,
    output wire[31:0] ram_out,
    output wire[31:0] ram_adr,
    output wire[3:0] ram_msk,
    output wire ram_enable,
    input wire ram_busy,
    input wire[31:0] wb_in_itc,
    output wire[31:0] wb_out_itc,
    output wire[31:0] wb_adr_itc,
    output wire[3:0] wb_sel_itc,
    output wire wb_cyc_itc,
    output wire wb_stb_itc,
    input wire wb_ack_itc,
    input wire wb_stall_itc,
    output wire wb_we_itc,
    input wire [31:0] wb_in_s0,
    output wire [31:0] wb_out_s0,
    output wire [31:0] wb_adr_s0,
    output wire [3:0] wb_sel_s0,
    output wire wb_cyc_s0,
    output wire wb_stb_s0,
    input wire wb_ack_s0,
    input wire wb_stall_s0,
    output wire wb_we_s0,
    input wire[31:0] wb_in_cpu,
    output wire[31:0] wb_out_cpu,
    input wire[31:0] wb_adr_cpu,
    input wire[3:0] wb_sel_cpu,
    input wire wb_cyc_cpu,
    input wire wb_stb_cpu,
    output wire wb_ack_cpu,
    output wire wb_stall_cpu,
    input wire wb_we_cpu,
    input wire clk,
    input wire rst
    );
    parameter interupt_ctrl_adr = 24'h080A00;
    parameter interupt_ctrl_adr_size = 8;
    parameter pc_bit_size = 15;
    reg[1:0] outstate;
    wire[1:0] outport;
    assign outport = (wb_adr_cpu[31:pc_bit_size] == 0) ? 2'h0 :  
                      (wb_adr_cpu[31:interupt_ctrl_adr_size] == interupt_ctrl_adr) ? 2'h1 :
                      2'h2;    
    wire[31:0] wb_in[2:0];
    wire wb_ack[2:0];
    wire wb_stall[2:0];
    wire [3:0] wb_sel_ram;
    assign wb_in[0] = ram_in;
    assign wb_in[1] = wb_in_itc;
    assign wb_in[2] = wb_in_s0;
    assign wb_ack[0] = ram_ack;
    assign wb_ack[1] = wb_ack_itc;
    assign wb_ack[2] = wb_ack_s0;
    assign wb_stall[0] = ram_busy;
    assign wb_stall[1] = wb_stall_itc;
    assign wb_stall[2] = wb_stall_s0;
    assign ram_out = wb_in_cpu;
    assign wb_out_itc = wb_in_cpu;
    assign wb_out_s0 = wb_in_cpu;
    assign wb_sel_ram = wb_adr_cpu;
    assign wb_adr_itc = wb_adr_cpu;
    assign wb_adr_s0 = wb_adr_cpu;
    assign ram_sel = wb_sel_cpu;
    assign wb_sel_itc = wb_sel_cpu;
    assign wb_sel_s0 = wb_sel_cpu;
    assign ram_wren = wb_we_cpu;
    assign wb_we_itc = wb_we_cpu;
    assign wb_we_s0 = wb_we_cpu;
    assign wb_out_cpu = wb_in[outstate];    
    assign wb_ack_cpu = wb_ack[outstate];
    assign wb_stall_cpu = wb_stall[outport];
    assign ram_cyc = (outport == 0) ? wb_cyc_cpu : 1'b0;
    assign wb_cyc_itc = (outport == 1) ? wb_cyc_cpu : 1'b0;
    assign wb_cyc_s0 = (outport == 2) ? wb_cyc_cpu : 1'b0;
    assign ram_en = (outport == 0) ? wb_stb_cpu : 1'b0;
    assign wb_stb_itc = (outport == 1) ? wb_stb_cpu : 1'b0;
    assign wb_stb_s0 = (outport == 2) ? wb_stb_cpu : 1'b0;
    always @ (posedge clk)begin
        if(rst == 1)begin
            outstate <= 0;
        end
        else begin
            outstate <= outport;
        end
    end
    reg ram_int_ack;
    assign ram_msk = ((ram_wren == 1) && (ram_cyc == 1)) ? wb_sel_ram : 4'h0;
    assign ram_enable = (ram_cyc == 1) ? ram_en : 1'b0;
    assign ram_ack = ((ram_cyc == 1) && (ram_busy == 0)) ? ram_int_ack : 1'b0;
    always @ (posedge clk)begin
        if(rst == 1)begin
            ram_int_ack <= 0;
        end
        else begin
            if(ram_busy == 0)begin
                ram_int_ack <= ram_en;
            end
        end
    end
endmodule
File: design/flow/run.sh
#!/bin/bash
# OpenROAD 26Q1-2900-gdf79404cd8, Yosys 0.63+post, stock flow scripts
make -C /OpenROAD-flow-scripts/flow DESIGN_CONFIG=/design/flow/config.mk WORK_HOME=/design/flow/orfs finish
==> Changelog: implementation <==
### Physical design

- Power, Total: 0.4027 mW
- Pwr/cell area: 106.1 nW/um^2
- Init Core Util: 0.09728
- CTS Sinks: 3
- Setup violations, final: 0
- Area leader, netlist: buf_4
- PostCTS Resize Cnt: 0
- CP Data Arrival Time: 3.23 ns
- Initial antenna violation count: 0
- Total CTS buffers: 3
- Cell family with most CP delay: buffers and inverters
- Post-Layout Cell Count: 736
- DRC violations left: 0
- Most used flip-flop cell: dfxtp_1
- Crit path cell chain: clkdlybuf4s50_1 -> nor4bb_1 -> nand3_1 -> o2bb2a_1 -> o22ai_1 -> clkdlybuf4s50_1
- # rows: 57
- Comb. cell area: 878.3 sq um
- Gate Count Post-Synth: 353
- Top cells, area: buf_4 64%, nand2_1 11%, a22oi_1 10%, dfxtp_1 2.5%, clkbuf_1 1.7%
- Synth warn: 38
- Core ar.: 24460 sq um
- Number of max-cap violations: 0
- Placed insts: 732
- Startpoint types: primary input
- Global route overflow: 0
- Worst Path Required: 3.92 ns
- Latency at later pin: 0.22 ns
- Worst Skew: 0 ns
- Worst Path Buf+Inv: 2
- CP dominant cell by count: clkdlybuf4s50_1
- Max Fclk: 0.2376 GHz
- Most frequent cell after synthesis: buf_4
- Area growth, synth to finish: 59.57%
- Register share after synthesis: 0.02524
- Post-DRT Antenna Nets: 0
- Critical Path Sink Type: output pin
- First-pass GRT wire length: 15530 um
- CTS tree: yes
- Final worst path period share: 0.8588
- Async SR Flop Fraction: 0
- Vias: 2189
- Avg Cell Area, Syn: 6.742 sq um
- Hold Path Class: flop to flop
- Synth cell count leaders: 202 x buf_4, 68 x nand2_1, 33 x a22oi_1
- Worst-margin pin slew: 0.5713 ns
- Yosys chip area: 2380 sq um
- Largest net degree at the start of global routing: 34
- Hold-fix buffers, CTS: 0
- Setup ws final: 0.6921 ns
- Period minus WS final: 4.208 ns
- Port buffer count: 234
- Final hold viol count: 0
- Leakage: 1.422 nW
- Final Max Slew Viols: 0
- Die width: 178 um
- Vias in the first global route: 2379
- Drt first-iter violations: 77
- Fillers: 2732
- Routability congestion estimate: 0.7660
- Register area: 62.56 sq um
- Clock transition at path regs: 0.03 ns
- Die Area: 31680 sq um
- Post-route design area: 3797 sq um
- Slowest CP cell: clkdlybuf4s50_1
- Overall routing resource usage: 0.06413
- Die H: 178 um
- Synth cell types: 27
- Tool warnings: 25
- HPWL after detailed placement: 9780 um
- Post-CTS setup buffer count: 0
- Share of layout cells above drive strength 1: 0.03883
- Routed vias/inst: 2.974
- WS Path Type: primary input to output pin
- DR WL/cell: 15.44 um
- Status: finished, final reports clean
- Ys cells: 353
- Synthesized area: 2380 sq um
- Pre-CTS WS: 0.6531 ns
- Post-synth EDFFs: 0
- Ant. Diodes: 0
- Area leader share: 0.6372
- DRT Pass-1 Iters: 4
- Root buffer cell: clkbuf_16
- Area post-placement: 3719 sq um
- RSZ-0062 raised after global routing: false
- H-tree Lvls: 1
- WL final: 11370 um
- VDD IR max: 0.00007702 V
- Largest stage delay on the critical path: 0.57 ns
- CTS Buffer Depth: 2
- Post-synth regs: 3
- Worst Path Max Fanout: 5
- IO Pins: 419
- Worst slew margin: 0.6182
- TNS Setup: 0 ns
==> final timing paths <==
check | startpoint | end | slack, ns | cells past startpoint
worst max-delay path | wb_adr_cpu[17] | wb_stall_cpu | 0.69 | 6
worst min-delay path | ram_int_ack$_SDFFE_PP0N_ | ram_int_ack$_SDFFE_PP0N_ | 0.47 | 2
worst min register to register | ram_int_ack$_SDFFE_PP0N_ | ram_int_ack$_SDFFE_PP0N_ | 0.47 | 2
worst max register to register | ram_int_ack$_SDFFE_PP0N_ | ram_int_ack$_SDFFE_PP0N_ | 4.34 | 2
==> registers in the layout, indices dropped and copies added (netlist names) <==
signal       flops
ram_int_ack      1
outstate         2
==> report_power, final <==
| group | internal (mW) | switching, mW | total [mW] |
|---|---|---|---|
| Clock | 0.107 | 0.0216 | 0.129 |
| Combinational | 0.184 | 0.0643 | 0.248 |
| Sequential | 0.0251 | 0.000415 | 0.0256 |
| Total | 0.316 | 0.0864 | 0.403 |
==> cells by family (layout without fill, tap and decap cells) <==
| family | after synthesis | count (layout) | share of synthesized area |
|---|---|---|---|
| AND/OR/NAND/NOR | 96 | 96 | 0.1966 |
| buffers and inverters | 215 | 243 | 0.6577 |
| other | 1 | 32 | 0.001576 |
| flip-flops | 3 | 3 | 0.02524 |
| AND-OR/OR-AND | 38 | 38 | 0.1188 |
==> per-layer routing <==
metal / share of wire / vias up / track usage
met5: 0 / - / 0
met3: 0.15 / 38 / 0.03585
met4: 0.032 / 0 / 0.02154
met2: 0.47 / 191 / 0.1011
met1: 0.35 / 925 / 0.07181
li1: - / 1035 / -
==> worst min-delay path: stages (launching register included) <==
cell	delay, ns
dfxtp_1	0.30
nand2_1	0.06
a21oi_1	0.05
==> placed cells by master (no fill, tap or decap), types with 2 or more instances in the layout <==
cell type | synthesis | routed
a22oi_1 | 33 | 33
and2_1 | 6 | 6
buf_4 | 202 | 3
clkbuf_16 | 0 | 3
clkdlybuf4s50_1 | 0 | 234
conb_1 | 1 | 32
dfxtp_2 | 0 | 2
inv_1 | 2 | 2
nand2_1 | 68 | 68
nand4b_1 | 2 | 2
nor2_1 | 4 | 3
nor2b_1 | 2 | 2
nor4_1 | 2 | 2
nor4_2 | 3 | 3
==> through the flow <==
stage / hold slack [ns] / util
after global routing: 0.4865 / 0.1552
after global placement: 0.4444 / 0.1520
after CTS: 0.4648 / 0.1552
final: 0.4654 / 0.1552
after detailed placement: 0.4590 / 0.1520
after floorplan: 0.4258 / -
==> layout make-up <==
| cell class | count | share of cell area |
|---|---|---|
| inverter | 2 | 0.001977 |
| tap | 324 | 0.1068 |
| multi-input combinational | 166 | 0.2313 |
| timing repair buffer | 237 | 0.6227 |
| sequential | 3 | 0.01647 |
| clock buffer | 4 | 0.02076 |
Power figures rest on the tool's default switching activity, not on a simulated workload.
